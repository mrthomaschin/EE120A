===== flow/config.mk =====
export PLATFORM = sky130hd
export DESIGN_NAME = disp_mux_main_bh
export DESIGN_NICKNAME = disp_mux_main_bh
export VERILOG_FILES = /design/flow/design.v
export SDC_FILE = /design/flow/constraint.sdc
export NUM_CORES = 4
export LEC_CHECK = 1
export CORE_AREA = 10 10 70 70
export DIE_AREA = 0 0 80 80

===== flow/design.v =====
`timescale 1ns / 1ps
module bcdto7led_bh(
 input wire sw0 , 
 input wire sw1 , 
 input wire sw2 , 
 input wire sw3 , 
 output reg a ,
 output reg b ,
 output reg c ,
 output reg d ,
 output reg e ,
 output reg f ,
 output reg g ,
 output reg dp 
  );
wire [3:0] bundle ; 
assign bundle = {sw3,sw2,sw1,sw0 } ; 
always @(*) begin 
	a = 1'b1 ; 
	b = 1'b1 ; 
	c = 1'b1 ; 
	d = 1'b1 ; 
	e = 1'b1 ; 
	f = 1'b1 ; 
	g = 1'b1 ; 
	dp = 1'b1;
 case ( bundle )  
	4'b0000 : begin  
		a = 1'b0 ; 
		b = 1'b0 ; 
		c = 1'b0 ; 
		d = 1'b0 ; 
		e = 1'b0 ; 
		f = 1'b0 ; 
	end 
	4'b0001 : begin  
    	b = 1'b0 ; 
		c = 1'b0 ; 
	end 
	4'b0010 : begin  
		a = 1'b0 ; 
		b = 1'b0 ; 
		d = 1'b0 ; 
		e = 1'b0 ; 
		g = 1'b0 ; 
	end 
	4'b0011 : begin  
		a = 1'b0 ; 
		b = 1'b0 ; 
		c = 1'b0 ; 
		d = 1'b0 ; 
		g = 1'b0 ; 
	end 
	4'b0100 : begin  
		b = 1'b0 ; 
		c = 1'b0 ; 
		f = 1'b0 ; 
		g = 1'b0 ; 
	end 
	4'b0101 : begin  
		a = 1'b0 ; 
		c = 1'b0 ; 
		d = 1'b0 ; 
		f = 1'b0 ; 
		g = 1'b0 ; 
	end 
	4'b0110 : begin  
		a = 1'b0 ; 
		c = 1'b0 ; 
		d = 1'b0 ; 
		e = 1'b0 ; 
		f = 1'b0 ; 
		g = 1'b0 ; 
	end 
	4'b0111 : begin  
		a = 1'b0 ; 
		b = 1'b0 ; 
		c = 1'b0 ; 
	end
	4'b1000 : begin  
		a = 1'b0 ; 
		b = 1'b0 ; 
		c = 1'b0 ; 
		d = 1'b0 ; 
		e = 1'b0 ; 
		f = 1'b0 ; 
		g = 1'b0 ; 
	end
	4'b1001 : begin  
		a = 1'b0 ; 
		b = 1'b0 ; 
		c = 1'b0 ; 
		d = 1'b0 ; 
		f = 1'b0 ; 
		g = 1'b0 ; 
	end
	4'b1010 : begin  
		a = 1'b0 ; 
		b = 1'b0 ; 
		c = 1'b0 ; 
		e = 1'b0 ; 
		f = 1'b0 ; 
		g = 1'b0 ; 
	end
	4'b1011 : begin  
		c = 1'b0 ; 
		d = 1'b0 ; 
		e = 1'b0 ; 
		f = 1'b0 ; 
		g = 1'b0 ; 
	end
	4'b1100 : begin  
		a = 1'b0 ; 
		d = 1'b0 ; 
		e = 1'b0 ; 
		f = 1'b0 ; 
	end
	4'b1101 : begin  
		b = 1'b0 ; 
		c = 1'b0 ; 
		d = 1'b0 ; 
		e = 1'b0 ; 
		g = 1'b0 ; 
	end
	4'b1110 : begin  
		a = 1'b0 ; 
		d = 1'b0 ; 
		e = 1'b0 ; 
		f = 1'b0 ; 
		g = 1'b0 ; 
	end
	4'b1111 : begin  
		a = 1'b0 ; 
		e = 1'b0 ; 
		f = 1'b0 ; 
		g = 1'b0 ; 
	end
	endcase 
end 
endmodule
`timescale 1ns / 1ps
module disp_mux_bh(
 input clk , 
 input reset,
 input wire [7:0] in0 ,
 input wire [7:0] in1 ,
 input wire [7:0] in2 ,
 input wire [7:0] in3 ,
 output reg [3:0] an ,   
 output reg [7:0] sseg 
    );
reg [16:0] r_qreg ; 
reg [16:0] c_next ; 
always @(*) begin 
	case (r_qreg[1:0]) 
	2'b00 : sseg = in0 ; 
	2'b01 : sseg = in1 ; 
	2'b10 : sseg = in2 ; 
	2'b11 : sseg = in3 ; 
	endcase  
end 
always @(*) begin 
	case (r_qreg[1:0]) 
	2'b00 : an = ~(4'b0001) ; 
	2'b01 : an = ~(4'b0010) ; 
	2'b10 : an = ~(4'b0100) ; 
	2'b11 : an = ~(4'b1000) ; 
	endcase 
end 
always @(*) begin
	c_next = r_qreg + 1'b1;
end
always @(posedge clk) begin
	if (reset == 1'b1) begin
		r_qreg <= 17'd0;
	end
	else
		r_qreg <= c_next ;
	end
endmodule
`timescale 1ns / 1ps
module disp_mux_main_bh(
 input clk , 
 input reset,
 input sw0, 
 input sw1, 
 input sw2, 
 input sw3, 
 output [3:0] an ,   
 output [7:0] sseg 
    );
wire [7:0]  in0; 
wire [7:0]  in1; 
wire [7:0]  in2; 
wire [7:0]  in3; 
bcdto7led_bh c1(sw0, sw1, sw2, sw3, 
		in0[0],in0[1],in0[2],in0[3], in0[4],in0[5],in0[6],in0[7]  ); 
bcdto7led_bh c2(sw0, sw1, sw2, sw3, 
		in1[0],in1[1],in1[2],in1[3], in1[4],in1[5],in1[6],in1[7]  ); 
bcdto7led_bh c3(sw0, sw1, sw2, sw3, 
		in2[0],in2[1],in2[2],in2[3], in2[4],in2[5],in2[6],in2[7]  ); 
bcdto7led_bh c4(sw0, sw1, sw2, sw3, 
		in3[0],in3[1],in3[2],in3[3], in3[4],in3[5],in3[6],in3[7]  ); 
disp_mux_bh d1(
  .clk (clk) , 
  .reset(reset),
  .in0 (in0) , 
  .in1 (in1) , 
  .in2 (in2) , 
  .in3 (in3) , 
  .an (an) , 
  .sseg (sseg ) ) ; 	 
endmodule

===== flow/run.sh =====
#!/bin/bash
# OpenROAD 26Q1-2900-gdf79404cd8, Yosys 0.63+post, stock flow scripts
make -C /OpenROAD-flow-scripts/flow DESIGN_CONFIG=/design/flow/config.mk WORK_HOME=/design/flow/orfs finish

===== flow/constraint.sdc =====
current_design disp_mux_main_bh

set clk_period 1.6
set clk_io_pct 0.2

create_clock -name clk0 -period $clk_period [get_ports {clk}]

set non_clock_inputs [all_inputs -no_clocks]
set_input_delay [expr $clk_period * $clk_io_pct] -clock clk0 $non_clock_inputs
set_output_delay [expr $clk_period * $clk_io_pct] -clock clk0 [all_outputs]

==> results_tabular.tex <==
% Auto-generated results table
\begin{tabular}{lr}
\hline
Metric & Value \\
\hline
\multicolumn{2}{l}{\textbf{Status}} \\
Result of the run & complete, but fails checks \\
Failing checks & setup timing \\
\multicolumn{2}{l}{\textbf{Clock network}} \\
Clock network latency to the later pin of the worst-skew pair & 0.23 ns \\
Clock transition at the registers of the reported paths & 0.03 ns \\
CTS tree & built \\
Clock buffer count from CTS & 3 \\
Clock sink count & 2 \\
Library cell used as clock root buffer & sky130\_fd\_sc\_hd\_\_clkbuf\_4 \\
Clock buffer depth & 2 \\
Number of hold-repair buffers added at the cts stage & 0 \\
Htree depth & 1 \\
\multicolumn{2}{l}{\textbf{Layout}} \\
Final std cells w/o fill & between 100 and 150 \\
Total area of sequential cells & 45.0 um\^{}2 \\
Largest registers & d1.r\_qreg (2) \\
Layout Utilization & between 20\% and 30\% \\
Most frequent logic cells in the routed design & 14 x sky130\_fd\_sc\_hd\_\_buf\_4, 6 x sky130\_fd\_sc\_hd\_\_ha\_4, 5 x sky130\_fd\_sc\_hd\_\_inv\_1, 5 x sky130\_fd\_sc\_hd\_\_dlygate4sd2\_1 \\
Most used logic cell in the final layout & sky130\_fd\_sc\_hd\_\_buf\_4 \\
Number of flip-flops in the largest register & 2 \\
Multi-input combinational cell area & roughly 410 um\^{}2 \\
Register ranked first by flip-flop count & d1.r\_qreg \\
Growth of design area from synthesis to finish & 84.8\% \\
Fillers & 358 \\
Final instance area & 870 um\^{}2 \\
Share of cells above drive strength 1 & between 60\% and 70\% \\
\multicolumn{2}{l}{\textbf{Global route}} \\
Sum of overflow across all layers after global routing & 0 \\
Antenna violations before repair & 0 \\
Number of global-route vias before repair & 478 \\
Maximum number of pins on one net before global-route repair & 8 \\
Total routing usage reported by global routing & under 10\% \\
Global-route wire length before repair & between 2000 and 2500 um \\
\multicolumn{2}{l}{\textbf{Yosys}} \\
Post-synth EDFFs & 0 \\
Synth cell types & 19 \\
Mean area per synthesized cell & around 8.3 um\^{}2 \\
Largest type area fraction & 29.3\% \\
Yosys cell count & between 50 and 60 \\
Flops \& latches, synth & 2 \\
Cell taking the most area after synthesis & sky130\_fd\_sc\_hd\_\_ha\_1 \\
Netlist Area Pre-Place & roughly 470 um\^{}2 \\
Leading register cell type out of synthesis & sky130\_fd\_sc\_hd\_\_dfxtp\_1 \\
Async set-reset flop share out of synthesis & 0\% \\
Yosys stat area & 470 um\^{}2 \\
Count of warnings emitted by yosys & 2 \\
Seq/Total Area, Yosys & 8.51\% \\
Post-synthesis cell count & around 57 \\
Top cells, area & sky130\_fd\_sc\_hd\_\_ha\_1 29\%, sky130\_fd\_sc\_hd\_\_buf\_4 14\%, sky130\_fd\_sc\_hd\_\_dfxtp\_1 8.5\%, sky130\_fd\_sc\_hd\_\_mux2i\_1 8.5\%, sky130\_fd\_sc\_hd\_\_inv\_1 8.0\% \\
\multicolumn{2}{l}{\textbf{Detailed routing}} \\
Antenna Nets Post-Route & 0 \\
Average detailed-routed wire length per instance & 9.97 um \\
Number of antenna repair diodes & 0 \\
Vias per std cell & around 3.6 \\
Via count & 462 \\
DRC Markers & 0 \\
1st-pass router iterations & 2 \\
Routed Wire Length & between 1000 and 1500 um \\
Starting DRC count in detailed routing & 12 \\
\multicolumn{2}{l}{\textbf{Final timing}} \\
Worst Setup Slack, final & -0.00690 ns \\
Period utilization & 100\% \\
Number of endpoints failing setup at the final stage & 1 \\
Top achievable clock speed & 622 MHz \\
Min Hold Slack & around 0.44 ns \\
Max Slew Vio Count & 0 \\
Post-Route Skew & 0.00252 ns \\
RSZ-0062 raised after global routing & true \\
Hold violation count in the final report & 0 \\
Minimum clock period after layout & 1.61 ns \\
\multicolumn{2}{l}{\textbf{Power and ir drop}} \\
LEAKAGE & 0.000394 uW \\
Fraction of power consumed by the clock network & 31.9\% \\
P\_sw & about 110 uW \\
P per Cell Area & between 400 and 500 nW/um\^{}2 \\
Portion of total power attributed to combinational logic & 51.1\% \\
Reg power frac & around 17\% \\
Maximum vdd ir drop & 0.355 mV \\
Cell internal pwr & 249 uW \\
Net switching fraction of the power & $\sim$30\% \\
\multicolumn{2}{l}{\textbf{Worst setup path}} \\
CP delay by family, top & multiplexers \\
Startpoint-to-endpoint class of the critical path & in -> out \\
CP Data Required Time & $\sim$1.3 ns \\
Type of element launching the critical path & input pin \\
Critical path buffer and inverter count & 4 \\
Max stage delay on crit path & approximately 0.43 ns \\
Sequence of cells on the critical path & buf\_8 -> inv\_8 -> ha\_4 -> inv\_2 -> mux4\_2 -> buf\_2 \\
Cell at the slowest stage of the critical path & sky130\_fd\_sc\_hd\_\_mux4\_2 \\
Worst Path Arrival & 1.29 ns \\
Critical Path End Type & primary output \\
Maximum fanout along the worst path & 3 \\
\multicolumn{2}{l}{\textbf{Floorplan}} \\
I/O pin count & 18 \\
Vertical extent of the die & 80 um \\
Area of the core & 3420 um\^{}2 \\
Core Density at Floorplan & 13.8\% \\
Chip area & about 6400 um\^{}2 \\
Std-Cell Rows & 21 \\
Die X-Extent & 80 um \\
\multicolumn{2}{l}{\textbf{Placement}} \\
Post-detail-place hpwl & between 800 and 900 um \\
Placed Cells incl. Taps & 120 \\
Port Buffers & 16 \\
Last weighted congestion value of the routability-driven placer & 0.808 \\
Post-detailed-placement cell area & slightly below 700 um\^{}2 \\
\multicolumn{2}{l}{\textbf{Job}} \\
OpenROAD warning count & 36 \\
Max capacitance violation total & 0 \\
\multicolumn{2}{l}{\textbf{Hold path}} \\
Path type of the worst min-delay path & reg -> reg \\
\hline
\end{tabular}
## layer usage
metal,vias up,GRT usage [%],wire length (um)
li1,230,-,-
met1,214,5.64,584
met2,18,5.70,565
met3,0,2.39,147
met4,0,0.528,0
met5,-,0,0
## final cells by class
class	count	area share, %
tap	46	6.62
clock buffer	3	2.59
timing repair buffer	34	32.9
inverter	10	5.76
multi-input combinational	35	46.9
sequential	2	5.18
## cell families after synthesis
family	Yosys count	synth area share [%]
compound gates	7	9.57
fa+ha+maj	11	29.3
buf+inv	20	24.7
flops	2	8.51
mux	5	13.3
other cells	1	0.797
simple gates	11	13.8
## through the flow
step	setup slack, ns	setup TNS [ns]	total power, uW
2_1_floorplan	0.0245	0	136
3_3_place_gp	-0.782	-4.78	208
3_5_place_dp	-0.785	-4.75	209
4_1_cts	-0.0216	-0.0216	348
5_1_grt	-0.0493	-0.0493	398
6_report	-0.00690	-0.00690	355
## cells in the mapped netlist (2+ instances only)
master,count
sky130_fd_sc_hd__o21ai_0,2
sky130_fd_sc_hd__nand3b_1,3
sky130_fd_sc_hd__inv_1,10
sky130_fd_sc_hd__mux2i_1,4
sky130_fd_sc_hd__ha_1,11
sky130_fd_sc_hd__or2_2,2
sky130_fd_sc_hd__a21boi_0,2
sky130_fd_sc_hd__dfxtp_1,2
sky130_fd_sc_hd__buf_4,9
sky130_fd_sc_hd__nor2_1,2
sky130_fd_sc_hd__a31oi_1,2
## timing repair
action,in CTS,in global routing
pin swaps,8,3
endpoints found under the setup margin,11,7
resized,56,22
setup buffers,6,1
## power by group through the flow
stage	clock network (uW)	registers [uW]	logic, uW
global route	134	61.2	203
finish	113	60.3	182
CTS	119	61.1	167
## worst paths after layout
kind                      startpoint                      end  slack, ns  cells after the start
max reg2reg  d1.r_qreg[1]$_SDFF_PP0_  d1.r_qreg[1]$_SDFF_PP0_       0.66                      4
max                              sw1                  sseg[3]     -0.007                      6
min reg2reg  d1.r_qreg[0]$_SDFF_PP0_  d1.r_qreg[0]$_SDFF_PP0_       0.44                      1
min          d1.r_qreg[0]$_SDFF_PP0_  d1.r_qreg[0]$_SDFF_PP0_       0.44                      1
Power is estimated from default activity; no workload was simulated.
