===== design/flow/design.v =====
`timescale 1ns / 1ps
module stopwatch(
    input clock,
    input reset,
    input start,
    output a, b, c, d, e, f, g, dp,
    output [3:0] an
);
reg [3:0] reg_d0, reg_d1, reg_d2, reg_d3;  
reg [22:0] ticker;  
wire click;
always @ (posedge clock or posedge reset)
begin
	if(reset)
		ticker <= 0;
	else 
		if(ticker == 5000000)  
			ticker <= 0;
		else 
			if(start)  
				ticker <= ticker + 1;
end
assign click = ((ticker == 5000000)?1'b1:1'b0);  
always @ (posedge clock or posedge reset)
begin
	if (reset)
		begin
			reg_d0 <= 0;
			reg_d1 <= 0;
			reg_d2 <= 0;
			reg_d3 <= 0;
		end
	else 
		if (click)  
			begin
				if(reg_d0 == 9)  
					begin   
						reg_d0 <= 0;			  
						if (reg_d1 == 9)  
							begin   
								reg_d1 <= 0;
								if (reg_d2 == 5)  
									begin  
										reg_d2 <= 0;
										if(reg_d3 == 9)  
											reg_d3 <= 0;
										else
											reg_d3 <= reg_d3 + 1;
									end
								else  
									reg_d2 <= reg_d2 + 1;
							end
						else  
						  reg_d1 <= reg_d1 + 1;
					end
				else  
					reg_d0 <= reg_d0 + 1;
			end
end
localparam N = 18;
reg [N-1:0]count;
always @ (posedge clock or posedge reset)
	begin
		if (reset)
			count <= 0;
		else
			count <= count + 1;
	end
reg [6:0]sseg;
reg [3:0]an_temp;
reg reg_dp;
always @ (*)
	begin
		case(count[N-1:N-2])
			2'b00 : 
				begin
					sseg = reg_d0;
					an_temp = 4'b1110;
					reg_dp = 1'b1;
				end
			2'b01:
				begin
					sseg = reg_d1;
					an_temp = 4'b1101;
					reg_dp = 1'b0;
				end
			2'b10:
				begin
					sseg = reg_d2;
					an_temp = 4'b1011;
					reg_dp = 1'b1;
				end
			2'b11:
				begin
					sseg = reg_d3;
					an_temp = 4'b0111;
					reg_dp = 1'b0;
				end
		endcase
	end
assign an = an_temp;
reg [6:0] sseg_temp; 
always @ (*)
	begin
		case(sseg)
			4'd0 : sseg_temp = 7'b1000000;
			4'd1 : sseg_temp = 7'b1111001;
			4'd2 : sseg_temp = 7'b0100100;
			4'd3 : sseg_temp = 7'b0110000;
			4'd4 : sseg_temp = 7'b0011001;
			4'd5 : sseg_temp = 7'b0010010;
			4'd6 : sseg_temp = 7'b0000010;
			4'd7 : sseg_temp = 7'b1111000;
			4'd8 : sseg_temp = 7'b0000000;
			4'd9 : sseg_temp = 7'b0010000;
			default : sseg_temp = 7'b0111111;  
		endcase
	end
assign {g, f, e, d, c, b, a} = sseg_temp; 
assign dp = reg_dp;
endmodule

===== design/flow/run.sh =====
#!/bin/bash
# OpenROAD 26Q1-2900-gdf79404cd8, Yosys 0.63+post, stock flow scripts
make -C /OpenROAD-flow-scripts/flow DESIGN_CONFIG=/design/flow/config.mk WORK_HOME=/design/flow/orfs finish

===== design/flow/config.mk =====
export PLATFORM = sky130hd
export DESIGN_NAME = stopwatch
export DESIGN_NICKNAME = stopwatch
export VERILOG_FILES = /design/flow/design.v
export SDC_FILE = /design/flow/constraint.sdc
export NUM_CORES = 4
export LEC_CHECK = 1
export CORE_UTILIZATION = 30

===== design/flow/constraint.sdc =====
current_design stopwatch

set clk_period 3.4
set clk_io_pct 0.2

create_clock -name clk0 -period $clk_period [get_ports {clock}]

set non_clock_inputs [all_inputs -no_clocks]
set_input_delay [expr $clk_period * $clk_io_pct] -clock clk0 $non_clock_inputs
set_output_delay [expr $clk_period * $clk_io_pct] -clock clk0 [all_outputs]

==> results.py <==
# Synthesis and PnR figures
metrics = {
    "outcome": {
        "status": "complete, no violations",
    },
    "power": {
        "p_leak_nw": 1.55,
        "vdd_drop_max_v": 0.000280,
        "total_power_mw": 1.63,
        "power_density_nw_per_um2": 452,
    },
    "global_route": {
        "grt_max_degree": 29,
        "grt-ovfl-total": 0,
        "gr-usage-all-layers": 0.123,
        "grt_first_pass_wirelength_mm": 10.1,
        "antenna_found_initial": 0,
        "first_global_vias": 2152,
    },
    "critical_path": {
        "critPathCaptureType": "output port",
        "reg2regPathDepth": 4,
        "reg2reg_slack_ns": 1.41,
        "reg2reg_to": "reg_d3[1]",
        "timing.rr.start": "reg_d0[1]",
        "crit_arrival_ns": 2.52,
        "path_class": "reg -> out",
        "cp.required_ns": 2.72,
        "start_kind": "register",
        "crit_fanout": 10,
    },
    "worst_hold_path": {
        "hold_path_depth": 1,
        "hold_path.class": "reg -> reg",
        "whs_endpoint": "count[9]",
        "worstHoldStart": "count[9]",
    },
    "placed_design": {
        "place_congestion": 0.814,
        "port_buffers": 14,
        "dp_hpwl_mm": 4.11,
        "dp_cells": 451,
        "place_ws_ns": 0.461,
    },
    "layout": {
        "lay_top_count": "dfrtp_1",
        "mostFrequentLayoutCells": "56 x dfrtp_1, 24 x nand2_1, 23 x xnor2_1, 20 x inv_1",
        "area_growth_syn_to_layout_pct": 17.0,
        "drive_gt1_frac": 0.114,
        "post-route-util": 0.366,
        "fin_cells": 467,
    },
    "die": {
        "dieArea_um2": 10700,
        "die_w_um": 103,
        "ioPinCount": 15,
        "core_um2": 9860,
        "die_h_um": 103,
        "num_rows": 36,
        "fp_util": 0.313,
    },
    "detailed_routing": {
        "wl_mm": 5.75,
        "drcViolationCount": 0,
        "postRouteAntennaNets": 0,
        "dr.pass1.iters": 4,
        "num_vias": 2297,
        "antenna_cells": 0,
        "wl_per_cell_um": 12.3,
        "routed_via_density": 4.92,
        "drt_iter0_markers": 118,
    },
    "final_timing": {
        "layout_min_cycle_time_ns": 3.20,
        "tns_ns": 0,
        "rsz0062_at_grt": "no",
        "hold_violations": 0,
        "setup_slack_ns": 0.203,
        "period_used_share": 0.940,
        "finClkSkew_ns": 0.00595,
        "setup_viol": 0,
        "slew_headroom": 0.582,
        "drv_slew": 0,
        "tightest_slew_ns": 0.627,
        "fmax_mhz": 313,
    },
    "logic_synthesis": {
        "async_flop_share": 1.00,
        "ys_top_cells_by_area": "dfrtp_1 46%, xnor2_1 6.5%, xor2_1 4.8%",
        "ys_warn_count": 1,
        "ys.flop_type": "dfrtp_1",
        "synth_area_um2": 3090,
        "yosysUniqueCellTypes": 48,
        "synth.top_cell.area_share": 0.462,
        "ys_seq_frac": 0.462,
        "synth.avg_cell_area_um2": 10.1,
        "ys.flops": 57,
        "synth_cells": 307,
        "ys_cells": 307,
        "edf_count": 0,
        "synth_area_leader_cell": "dfrtp_1",
        "ys_area_um2": 3090,
    },
    "cts": {
        "clkSinkCount": 57,
        "cts_resized": 0,
        "clk_pin_slew_ns": 0.06,
        "post-cts-setup-buffer-count": 0,
        "cts_root_buf": "clkbuf_8",
        "cts_tree": "built",
        "cts.htree.levels": 3,
        "numCtsBuffers": 9,
        "cts_buffer_depth": 2,
        "clk_latency_ns": 0.34,
        "cts_hold_buffers": 0,
    },
    "flow_run": {
        "cap_viol_max_count": 0,
        "tool_warnings": 28,
    },
}
-- cells in the mapped netlist (2+ instances only) --
| cell type | count |
|---|---|
| a21oi_1 | 6 |
| and2_1 | 2 |
| and3_1 | 6 |
| and4_1 | 4 |
| and4b_1 | 2 |
| buf_2 | 4 |
| dfrtp_1 | 57 |
| ha_1 | 6 |
| inv_1 | 21 |
| mux2_2 | 4 |
| mux2i_1 | 4 |
| mux4_2 | 4 |
| nand2_1 | 24 |
| nand2b_1 | 3 |
| nand3_1 | 18 |
| nand4_1 | 13 |
| nor2_1 | 18 |
| nor2b_1 | 2 |
| nor3_1 | 13 |
| nor3b_1 | 3 |
| nor4_1 | 9 |
| nor4b_1 | 4 |
| nor4bb_1 | 2 |
| o21ai_0 | 7 |
| o21ai_1 | 2 |
| o31a_1 | 2 |
| o31ai_1 | 4 |
| or2_0 | 2 |
| or2_2 | 2 |
| or3_1 | 3 |
| xnor2_1 | 23 |
| xor2_1 | 17 |
-- power by group --
group          switching, mW  internal, mW  total, mW
Clock                  0.273         0.450      0.723
Sequential            0.0637         0.718      0.782
Combinational         0.0682        0.0607      0.129
-- worst max path at each step --
stage,start,endpoint,slack [ns],cells after the start
final,count[16],d,0.20,5
after global routing,count[17],d,0.03,5
after CTS,count[17],d,0.09,5
-- critical path, stage by stage (launching register included) --
cell	delay (ns)
dfrtp_1	0.56
mux4_2	0.63
nand2b_1	0.19
mux2_2	0.27
o21ai_1	0.07
clkdlybuf4s50_1	0.47
-- metal layers --
layer  global-route usage  share of wire  up-vias
li1                     -              -     1138
met3               0.0219          0.037        9
met1                0.204           0.50     1112
met4               0.0173          0.018        0
met2                0.178           0.44       38
met5                    0              0        -
-- metrics by stage --
| stage | area (um2) | hold slack [ns] |
|---|---|---|
| 3_3_place_gp | 3380 | 0.456 |
| 5_1_grt | 3610 | 0.489 |
| 6_report | 3610 | 0.471 |
| 4_1_cts | 3610 | 0.474 |
| 2_1_floorplan | 3090 | 0.439 |
| 3_5_place_dp | 3380 | 0.457 |
-- sequential cells by signal, indices dropped and copies added (netlist names) --
signal and count:
ticker 23, count 18, reg_d2 4, reg_d1 4, reg_d3 4, reg_d0 4
-- area by class of cell --
type                       count  area [um2]
clock inverter                 5        77.6
timing repair buffer          17         163
clock buffer                  11         151
inverter                      21        78.8
multi-input combinational    223        1550
tap                          133         166
sequential                    57        1430
fill                         959        6250
-- cells by family (layout without fill, tap and decap cells) --
logic type / after synthesis / after routing / share of synthesized area
simple gates: 138 / 138 / 0.252
flops: 57 / 57 / 0.462
xor+xnor: 40 / 40 / 0.113
compound gates: 27 / 27 / 0.0551
buf+inv: 27 / 54 / 0.0368
mux: 12 / 12 / 0.0567
fa+ha+maj: 6 / 6 / 0.0243
Power and IR drop assume default switching activity.
