==> /design/flow/design.v <==
`timescale 1ns / 1ps
module counter(
	input clk,
	input rst,
	output[3:0] mem);
	reg[3:0] mem;
	always @( posedge clk ) begin 
		if (rst == 1) 
			mem <= 0;
		else
			mem <= mem + 1 ; 
	end 
endmodule
==> /design/flow/run.sh <==
#!/bin/bash
# OpenROAD 26Q1-2900-gdf79404cd8, Yosys 0.63+post, stock flow scripts
make -C /OpenROAD-flow-scripts/flow DESIGN_CONFIG=/design/flow/config.mk WORK_HOME=/design/flow/orfs finish
==> /design/flow/config.mk <==
export PLATFORM = sky130hd
export DESIGN_NAME = counter
export DESIGN_NICKNAME = counter
export VERILOG_FILES = /design/flow/design.v
export SDC_FILE = /design/flow/constraint.sdc
export NUM_CORES = 4
export LEC_CHECK = 1
export CORE_AREA = 10 10 70 70
export DIE_AREA = 0 0 80 80
==> /design/flow/constraint.sdc <==
current_design counter

set clk_period 1.5
set clk_io_pct 0.2

create_clock -name clk0 -period $clk_period [get_ports {clk}]

set non_clock_inputs [all_inputs -no_clocks]
set_input_delay [expr $clk_period * $clk_io_pct] -clock clk0 $non_clock_inputs
set_output_delay [expr $clk_period * $clk_io_pct] -clock clk0 [all_outputs]
==> flow_summary.json <==
{
  "drv_cap": 0,
  "yosysCellCount": 13,
  "finish.instance_area_um2": 278,
  "remaining_drc_errors": 0,
  "via_count": 123,
  "slowest_delay_ns": 0.50,
  "tool_warnings": 25,
  "largest_reg_flops": 4,
  "numPortBuffers": 5,
  "rsz0062_at_grt": "no",
  "synth_xor_xnor_area_share": 0.0603,
  "wirelength_um": 387,
  "crit_chain": "clkdlybuf4s50_1",
  "initialDrtViolationCount": 1,
  "critical_path.max_fanout": 4,
  "grt_overflow": 0,
  "numCtsBuffers": 3,
  "finalHoldViolations": 0,
  "setup_violations": 0,
  "dp_cells": 64,
  "area_growth_pct": 91.4,
  "mux_area_frac": 0.103,
  "pin_count": 6,
  "drive_above_1_share": 0.190,
  "final.min_clock_period_ns": 1.39,
  "worst-setup-path-type": "flop to output port",
  "die-width_um": 80,
  "nFillCells": 400,
  "start_kind": "flop",
  "top_register": "mem",
  "initCoreUtil": 0.0425,
  "fin_cells": 68,
  "required_ns": 1.20,
  "cts.sinks": 4,
  "synth_warnings": 1,
  "cp-end-kind": "output port",
  "syn_inst": 13,
  "placed_area_um2": 253,
  "first_global_vias": 134,
  "ys_top_logic_family": "simple AND/OR/NAND/NOR gates",
  "ir_drop_uv": 111,
  "gp_congestion": 0.646,
  "pwr-share-clk": 0.471,
  "setup_ws_ns": 0.106,
  "slew_viol_final": 0,
  "skew_ns": 0.00464,
  "intPower_w": 0.000223,
  "antenna_found_initial": 0,
  "path_buffers": 1,
  "ys_sh_adder": 0.0862,
  "tightest_slew_ns": 0.181,
  "vias_per_cell": 1.81,
  "p_seq_frac": 0.433,
  "clk_latency_ns": 0.23,
  "fin_util": 0.0813,
  "clk_pin_slew_ns": 0.03,
  "ant_nets": 0,
  "dr.max_layer_used": "met3",
  "comb_power_share": 0.096,
  "chipHeight_um": 80,
  "timing.fmax_mhz": 717,
  "top_regs": "mem: 4 flops",
  "ys.flops": 4,
  "cp_top_family": "buffers and inverters",
  "slew_headroom": 0.879,
  "postCtsSetupBuffers": 0,
  "simple_gate_area_frac": 0.198,
  "cp_data_arrival_time_ns": 1.09,
  "dp_slack_ns": 0.202,
  "hold_buffers": 0,
  "fin_tns_setup_ns": 0,
  "yosys.area_share.aoi": 0,
  "status": "completed",
  "hold_path.class": "flop to flop",
  "ys_types": 7,
  "clockRootBuffer": "clkbuf_4",
  "cts_tree": "yes",
  "netlist_area_um2": 145,
  "wl_per_cell_um": 5.69,
  "fin_crit_sh": 0.929,
  "top_cells_by_area": "dfxtp_1, mux2_4, ha_1",
  "core_mm2": 0.00342,
  "ys_seq_share": 0.552,
  "largest_area_cell": "dfxtp_1",
  "switching_power_w": 0.0000551,
  "yosysTopAreaCellShare": 0.552,
  "cts_htree_levels": 1,
  "p_per_area_mw_per_mm2": 999,
  "dr.pass1.iters": 2,
  "cp_slowest_cell": "clkdlybuf4s50_1",
  "switching_share": 0.198,
  "die-area_mm2": 0.00640,
  "grt_start_max_net_pins": 6,
  "leakage_nw": 0.0956,
  "wl_met2_um": 102,
  "std_cell_rows": 21,
  "clockBufferDepth": 2,
  "m1WireLength_um": 132,
  "syn_area_per_cell_um2": 11.2,
  "grt_pass1_wl_um": 627,
  "wl_met3_um": 152,
  "ys_chip_area_um2": 145,
  "post_cts_resized": 0,
  "grt_util_all_layers": 0.0144
}
==> per-layer routing <==
metal / vias up / track usage
li1: 61 / -
met1: 54 / 0.0106
met2: 8 / 0.0120
met3: 0 / 0.0330
met4: 0 / 0.00352
met5: - / 0
==> power by group through the flow <==
stage | sequential, W | clock (W) | combinational (W)
after CTS | 0.000120 | 0.000138 | 0.0000279
after global routing | 0.000122 | 0.000147 | 0.0000309
final | 0.000120 | 0.000131 | 0.0000267
==> cell usage after synthesis <==
cell and count:
dfxtp_1 4, ha_1 1, mux2_4 1, nand3_1 1, nor2_1 3, nor2b_1 2
xnor2_1 1
==> path summary, 6_finish.rpt <==
path / cells after the start / endpoint / from / slack, ns
hold reg to reg: 1 / mem[0] / mem[0] / 0.47
hold / removal: 1 / mem[0] / mem[0] / 0.47
setup / recovery: 1 / mem[0] / mem[0] / 0.11
setup reg to reg: 2 / mem[3] / mem[0] / 0.61
==> cell type report <==
class / instances / area [um^2] / share of cell area
Multi-Input combinational cell: 9 / 65.1 / 0.234
Sequential cell: 4 / 80.1 / 0.288
Antenna cell: 1 / 2.50 / 0.00901
Tap cell: 46 / 57.6 / 0.207
Clock buffer: 3 / 22.5 / 0.0811
Timing Repair Buffer: 5 / 50.0 / 0.180
==> cells in the final DEF (no fill, tap or decap) <==
cell type        synthesis  final
nor2_1                   3      3
xnor2_1                  1      1
mux2_4                   1      1
clkdlybuf4s50_1          0      5
diode_2                  0      1
dfxtp_1                  4      4
clkbuf_4                 0      3
ha_1                     1      1
nor2b_1                  2      2
nand3_1                  1      1
==> kinds of logic after synthesis <==
group,Yosys count
XOR/XNOR,1
flip-flops,4
multiplexers,1
AND/OR/NAND/NOR,6
adder cells (fa/ha/maj),1
==> per-stage QoR <==
stage	hold WS (ns)	power, W
2_1_floorplan	0.367	0.000128
3_3_place_gp	0.441	0.000148
3_5_place_dp	0.462	0.000150
4_1_cts	0.470	0.000286
5_1_grt	0.504	0.000299
6_report	0.467	0.000278
Power and IR drop assume default switching activity.
